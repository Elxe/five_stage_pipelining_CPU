### run.sh
#!/bin/bash
# OpenROAD 26Q1-2900-gdf79404cd8, Yosys 0.63+post, stock flow scripts
make -C /OpenROAD-flow-scripts/flow DESIGN_CONFIG=/design/flow/config.mk WORK_HOME=/design/flow/orfs finish
### config.mk
export PLATFORM = sky130hd
export DESIGN_NAME = multi
export DESIGN_NICKNAME = multi
export VERILOG_FILES = /design/flow/design.v
export SDC_FILE = /design/flow/constraint.sdc
export NUM_CORES = 4
export LEC_CHECK = 1
export CORE_UTILIZATION = 30
### constraint.sdc
current_design multi

set clk_period 23.9
set clk_io_pct 0.2

create_clock -name clk0 -period $clk_period [get_ports {mul_clk}]

set non_clock_inputs [all_inputs -no_clocks]
set_input_delay [expr $clk_period * $clk_io_pct] -clock clk0 $non_clock_inputs
set_output_delay [expr $clk_period * $clk_io_pct] -clock clk0 [all_outputs]
### design.v
`timescale 1ns / 1ps
module multi(
	input         mul_clk,
	input         resetn,
	input         mul,
	input         mul_signed,
	input  [31:0] x,
	input  [31:0] y,
	output [63:0] result,
	output reg    complete
);
	always @(posedge mul_clk) 
	begin
		if(!resetn) complete <= 1'b0;
		else if (mul) complete <=1'b1;
		else complete <= 1'b0;
	end
	wire [63:0] level_1 [16:0];
	wire [63:0] level_2 [ 9:0];
	wire [63:0] level_3 [ 7:0];
	wire [63:0] level_4 [ 3:0];
	wire [63:0] level_5 [ 3:0];
	wire [63:0] level_6 [ 1:0];
	wire [63:0] level_7 [ 1:0];
	wire [63:0] level_8;
	wire [33:0] A, B;
	wire [34:0] multiplier;
	wire        cout;
	assign A = {{2{mul_signed & x[31]}}, x};
	assign B = {{2{mul_signed & y[31]}}, y};
	assign multiplier = {B, 1'b0};
	wire [34:0] X_co, X_nco, X_dou, X_ndou;
	assign X_co   = {A[33] ,A};
	assign X_nco  = ~X_co + 1'd1;
	assign X_dou  = X_co << 1;
	assign X_ndou = ~X_dou + 1'd1;
	integer j;
	reg [63:0] pipe_1 [7:0];
	always @(posedge mul_clk) 
	begin
		if (!resetn) 
			for (j = 0; j < 8; j = j + 1) pipe_1[j] <= 64'd0;
		else if (mul) 
			for (j = 0; j < 8; j = j + 1) pipe_1[j] <= level_3[j];
		else 
			for (j = 0; j < 8; j = j + 1) pipe_1[j] <= 64'd0;
	end
	generate
		genvar i;
		for (i = 0; i < 17; i = i + 1)
		begin: level_0
			mux_8 #(64) partial_0 (
				.data_0    (64'd0         								            ),
				.data_1    ({{29{X_co[34]}}, X_co} << i * 2     		  			),
				.data_2    ({{29{X_co[34]}}, X_co} << i * 2   			  			),
				.data_3    ({{29{X_dou[34]}}, X_dou} << i * 2	          			),
				.data_4    ({{29{X_ndou[34]}}, X_ndou} << i * 2	          			),
				.data_5    ({{29{X_nco[34]}}, X_nco} << i * 2	          			),
				.data_6    ({{29{X_nco[34]}}, X_nco} << i * 2	          			),
				.data_7    (64'd0        								  			),
				.condition ({multiplier[i*2+2], multiplier[i*2+1], multiplier[i*2]} ),
				.data_out  (level_1[i]               					  			)
			);
		end
	endgenerate
	cra level_1_0 (.A(level_1[0]), .B(level_1[1]), .C(level_1[2]), .result(level_2[0]), .carry(level_2[1]));
	cra level_1_1 (.A(level_1[3]), .B(level_1[4]), .C(level_1[5]), .result(level_2[2]), .carry(level_2[3]));
	cra level_1_2 (.A(level_1[6]), .B(level_1[7]), .C(level_1[8]), .result(level_2[4]), .carry(level_2[5]));
	cra level_1_3 (.A(level_1[9]), .B(level_1[10]), .C(level_1[11]), .result(level_2[6]), .carry(level_2[7]));
	cra level_1_4 (.A(level_1[12]), .B(level_1[13]), .C(level_1[14]), .result(level_2[8]), .carry(level_2[9]));
	cra level_2_0 (.A(level_1[15]), .B(level_1[16]), .C(level_2[0]), .result(level_3[0]), .carry(level_3[1]));
	cra level_2_1 (.A(level_2[1]), .B(level_2[2]), .C(level_2[3]), .result(level_3[2]), .carry(level_3[3]));
	cra level_2_2 (.A(level_2[4]), .B(level_2[5]), .C(level_2[6]), .result(level_3[4]), .carry(level_3[5]));
	cra level_2_3 (.A(level_2[7]), .B(level_2[8]), .C(level_2[9]), .result(level_3[6]), .carry(level_3[7]));
	cra level_3_0 (.A(pipe_1[0]), .B(pipe_1[1]), .C(pipe_1[2]), .result(level_4[0]), .carry(level_4[1]));
	cra level_3_1 (.A(pipe_1[3]), .B(pipe_1[4]), .C(pipe_1[5]), .result(level_4[2]), .carry(level_4[3]));
	cra level_4_0 (.A(pipe_1[6]), .B(pipe_1[7]), .C(level_4[0]), .result(level_5[0]), .carry(level_5[1]));
	cra level_4_1 (.A(level_4[1]), .B(level_4[2]), .C(level_4[3]), .result(level_5[2]), .carry(level_5[3]));
	cra level_5_0 (.A(level_5[0]), .B(level_5[1]), .C(level_5[2]), .result(level_6[0]), .carry(level_6[1]));
	cra level_6_0 (.A(level_5[3]), .B(level_6[0]), .C(level_6[1]), .result(level_7[0]), .carry(level_7[1]));
	assign result = level_7[0] + level_7[1];
endmodule
module cra(
	input  [63:0] A,
	input  [63:0] B,
	input  [63:0] C,
	output [63:0] result,
	output [63:0] carry
);
	assign result = A ^ B ^ C;
	assign carry[0] = 1'b0;
	generate
		genvar i;
		for (i = 1; i < 64; i = i + 1)
		begin: carry_o
			assign carry[i] = (A[i-1] & B[i-1]) | (A[i-1] & C[i-1]) | (B[i-1] & C[i-1]);
		end
	endgenerate
endmodule
module mux_8 (data_0, data_1, data_2, data_3,
	data_4, data_5, data_6, data_7, condition, data_out);
	parameter WIDTH = 32;
	input  [WIDTH-1:0] data_0;
	input  [WIDTH-1:0] data_1;
	input  [WIDTH-1:0] data_2;
	input  [WIDTH-1:0] data_3;
	input  [WIDTH-1:0] data_4;
	input  [WIDTH-1:0] data_5;
	input  [WIDTH-1:0] data_6;
	input  [WIDTH-1:0] data_7;
	input  [2:0] condition;
	output [WIDTH-1:0] data_out;
	assign data_out = ({WIDTH{condition==3'd0}} & data_0)
					| ({WIDTH{condition==3'd1}} & data_1)
					| ({WIDTH{condition==3'd2}} & data_2)
					| ({WIDTH{condition==3'd3}} & data_3)
					| ({WIDTH{condition==3'd4}} & data_4)
					| ({WIDTH{condition==3'd5}} & data_5)
					| ({WIDTH{condition==3'd6}} & data_6)
					| ({WIDTH{condition==3'd7}} & data_7);
endmodule
==> node_exporter_impl.prom <==
# HELP chip_impl_metric Synthesis and place-and-route metrics
# TYPE chip_impl_metric gauge
chip_impl_metric{name="timing.critical_path.fanout_max",unit=""} 12
chip_impl_metric{name="grt_first_pass_wirelength",unit="mm"} 377
chip_impl_metric{name="place_congestion",unit=""} 1.11
chip_impl_metric{name="dpl_cell_area",unit="sq um"} 53000
chip_impl_metric{name="netlist-cell-type-count",unit=""} 80
chip_impl_metric{name="ir_worst_vdd",unit="mV"} 0.0724
chip_impl_metric{name="leakage_power_total",unit="nW"} 24.2
chip_impl_info{name="netlist_top_cells_count",value="811 x sky130_fd_sc_hd__nand2_1, 655 x sky130_fd_sc_hd__inv_1, 633 x sky130_fd_sc_hd__o21ai_0, 579 x sky130_fd_sc_hd__clkbuf_1, 577 x sky130_fd_sc_hd__fa_1"} 1
chip_impl_metric{name="cts_hold_buf",unit=""} 0
chip_impl_metric{name="fillerInstances",unit=""} 17000
chip_impl_metric{name="grt_max_degree",unit=""} 110
chip_impl_info{name="post-synth-top-area-cell",value="sky130_fd_sc_hd__fa_1"} 1
chip_impl_metric{name="setup_viol",unit=""} 0
chip_impl_metric{name="detailedRoute.firstPassIterationCount",unit=""} 9
chip_impl_metric{name="comb_area",unit="sq um"} 37700
chip_impl_metric{name="cellPowerDensity",unit="nW/um^2"} 85.7
chip_impl_info{name="critPathCaptureType",value="output pin"} 1
chip_impl_metric{name="antenna_found_initial",unit=""} 27
chip_impl_metric{name="synth-seq-area-share",unit="%"} 14.1
chip_impl_metric{name="dp_worst_setup_slack",unit="ps"} 12740
chip_impl_metric{name="die_area",unit="sq um"} 167000
chip_impl_metric{name="ctsHtreeMaxLevel",unit=""} 2
chip_impl_metric{name="first_global_vias",unit=""} 48600
chip_impl_metric{name="warnings",unit=""} 32
chip_impl_metric{name="min_path_cells",unit=""} 2
chip_impl_metric{name="postLayoutSetupSlackWorst",unit="ps"} 12340
chip_impl_metric{name="enable_flop_cells",unit=""} 0
chip_impl_metric{name="timing.setup.tns",unit="ps"} 0
chip_impl_metric{name="boundaryPins",unit=""} 133
chip_impl_metric{name="clkTransAtPathRegs",unit="ps"} 60
chip_impl_info{name="synthTopCellsByArea",value="sky130_fd_sc_hd__fa_1 23%, sky130_fd_sc_hd__dfxtp_1 14%, sky130_fd_sc_hd__o21ai_0 6.4%, sky130_fd_sc_hd__nand2_1 6.1%, sky130_fd_sc_hd__inv_1 4.9%"} 1
chip_impl_metric{name="fin_max_slew_vios",unit=""} 0
chip_impl_metric{name="die_height",unit="um"} 409
chip_impl_metric{name="max_freq",unit="MHz"} 86.5
chip_impl_metric{name="netlist_instances",unit=""} 6575
chip_impl_metric{name="worst-endpoint-required",unit="ps"} 19120
chip_impl_metric{name="summed_instance_area_of_the_synthesized_netlist",unit="sq um"} 49700
chip_impl_metric{name="finish.instance_area",unit="sq um"} 54200
chip_impl_metric{name="drc_errors",unit=""} 0
chip_impl_metric{name="detail_route.iter0.violations",unit=""} 6623
chip_impl_metric{name="report.final.hold_viol_count",unit=""} 0
chip_impl_metric{name="floorplan.rows",unit=""} 148
chip_impl_metric{name="io_buffers",unit=""} 132
chip_impl_metric{name="async_flop_share",unit="%"} 0
chip_impl_metric{name="min_period_over_period",unit="%"} 48.4
chip_impl_metric{name="utilization",unit="%"} 33.2
chip_impl_metric{name="slew_headroom",unit="%"} 22.0
chip_impl_metric{name="cts_resized",unit=""} 0
chip_impl_metric{name="post_route_cells_drive_above_1_share",unit="%"} 7.75
chip_impl_metric{name="yosys_warnings",unit=""} 3
chip_impl_metric{name="floorplanUtilization",unit="%"} 30.4
chip_impl_metric{name="core-area",unit="sq um"} 164000
chip_impl_metric{name="register_area",unit="sq um"} 7010
chip_impl_metric{name="drt.antenna.violating_nets",unit=""} 0
chip_impl_metric{name="synthToLayoutAreaGrowth",unit="%"} 9.12
chip_impl_info{name="worst-setup-path-type",value="reg -> out"} 1
chip_impl_metric{name="cts_made_buffers",unit=""} 34
chip_impl_info{name="cts-root-buf",value="sky130_fd_sc_hd__clkbuf_16"} 1
chip_impl_metric{name="synth_flops",unit=""} 350
chip_impl_info{name="synthFlopType",value="sky130_fd_sc_hd__dfxtp_1"} 1
chip_impl_metric{name="clkSinkCount",unit=""} 350
chip_impl_metric{name="grt.overflow.total",unit=""} 0
chip_impl_info{name="hp-class",value="in -> reg"} 1
chip_impl_metric{name="power",unit="mW"} 4.64
chip_impl_metric{name="wirelength",unit="mm"} 271
chip_impl_metric{name="cp_data_arrival_time",unit="ps"} 6780
chip_impl_metric{name="route.detailed.wl_per_inst",unit="um"} 31.7
chip_impl_metric{name="die.size.x",unit="um"} 409
chip_impl_info{name="outcome",value="completed"} 1
chip_impl_info{name="startpoint_type",value="register"} 1
chip_impl_metric{name="synth_top_area_share",unit="%"} 23.3
chip_impl_metric{name="yosys-stat-cells",unit=""} 6575
chip_impl_metric{name="grtUsageTotal",unit="%"} 32.9
chip_impl_metric{name="synth_chip_area",unit="sq um"} 49700
chip_impl_info{name="yosys.cell_count.top_type",value="sky130_fd_sc_hd__nand2_1"} 1
chip_impl_info{name="clock_tree_from_tritoncts",value="built"} 1
chip_impl_metric{name="vias_per_cell",unit=""} 5.94
chip_impl_metric{name="hpwlAfterDp",unit="mm"} 196
chip_impl_metric{name="cap_violations",unit=""} 0
chip_impl_metric{name="period_minus_slack",unit="ps"} 11560
chip_impl_metric{name="syn-mean-instance-area",unit="sq um"} 7.56
chip_impl_metric{name="tightestPinTransition",unit="ps"} 1160
chip_impl_metric{name="postCtsSetupBuffers",unit=""} 0
chip_impl_info{name="grt_setup_unrepaired",value="no"} 1
chip_impl_metric{name="cts_buffer_depth",unit=""} 3
chip_impl_metric{name="vias",unit=""} 50700
-- critical path, stage by stage (launching register included) --
cell and delay, ps:
sky130_fd_sc_hd__dfxtp_1 660, sky130_fd_sc_hd__inv_1 80, sky130_fd_sc_hd__buf_4 240, sky130_fd_sc_hd__fa_1 550, sky130_fd_sc_hd__inv_1 50, sky130_fd_sc_hd__fa_1 450
sky130_fd_sc_hd__fa_1 490, sky130_fd_sc_hd__inv_1 50, sky130_fd_sc_hd__fa_1 490, sky130_fd_sc_hd__inv_1 40, sky130_fd_sc_hd__ha_1 380, sky130_fd_sc_hd__and2_1 260
sky130_fd_sc_hd__and3_1 350, sky130_fd_sc_hd__nand2_1 90, sky130_fd_sc_hd__o22ai_1 560, sky130_fd_sc_hd__o21ai_0 300, sky130_fd_sc_hd__nand2_1 260, sky130_fd_sc_hd__a21boi_0 150
sky130_fd_sc_hd__xnor2_1 220, sky130_fd_sc_hd__clkdlybuf4s50_1 500
-- area by class of cell --
class	count	area share, %
multi-input combinational	4864	69.5
sequential	350	12.9
timing repair buffer	405	5.72
tap	2175	5.02
inverter	668	4.63
clock buffer	45	1.78
clock inverter	15	0.353
antenna	15	0.0692
-- layer usage --
layer	up-vias	track usage [%]	wire, um
met5	-	3.85	718
met4	30	15.0	16100
met3	801	20.9	48000
met2	3718	42.3	103000
met1	24400	42.8	103000
li1	21800	-	-
-- state kept, by name (all words and copies together) (netlist names) --
register / count
complete: 1
pipe_1: 349
-- per-stage QoR --
stage | hold slack (ps) | std cells
3_3_place_gp | 5370 | 8462
2_1_floorplan | 4930 | 6575
5_1_grt | 4830 | 8530
6_report | 4790 | 8537
4_1_cts | 4770 | 8522
3_5_place_dp | 5380 | 8462
-- path summary, 6_finish.rpt --
path                          start             to  slack (ps)
worst min-delay path            mul  pipe_1[2][62]        4790
worst max-delay path  pipe_1[2][62]     result[54]       12340
-- power breakdown --
part / switching (mW) / total (mW) / internal [mW]
sequential: 0.0441 / 0.707 / 0.662
combinational: 2.00 / 3.38 / 1.37
clock: 0.238 / 0.559 / 0.321
total: 2.29 / 4.64 / 2.36
-- layout by cell type (no fill, tap or decap), types with 17 or more instances in the layout --
cell                              instances
sky130_fd_sc_hd__o21ai_0                633
sky130_fd_sc_hd__and3_1                 293
sky130_fd_sc_hd__xnor2_1                229
sky130_fd_sc_hd__o22ai_1                172
sky130_fd_sc_hd__a221oi_1               141
sky130_fd_sc_hd__dfxtp_1                350
sky130_fd_sc_hd__nor2b_1                 17
sky130_fd_sc_hd__o211ai_1                56
sky130_fd_sc_hd__inv_1                  655
sky130_fd_sc_hd__o21ai_1                 19
sky130_fd_sc_hd__buf_4                  273
sky130_fd_sc_hd__clkbuf_16               35
sky130_fd_sc_hd__a31oi_1                 53
sky130_fd_sc_hd__mux2i_1                 41
sky130_fd_sc_hd__nand2b_1                18
sky130_fd_sc_hd__nor3_1                  24
sky130_fd_sc_hd__a21o_1                  46
sky130_fd_sc_hd__a221o_1                 84
sky130_fd_sc_hd__o221ai_1                71
sky130_fd_sc_hd__fa_1                   577
sky130_fd_sc_hd__ha_1                   143
sky130_fd_sc_hd__nand3_1                 35
sky130_fd_sc_hd__xor2_1                 146
sky130_fd_sc_hd__clkdlybuf4s50_1         73
sky130_fd_sc_hd__buf_2                   56
sky130_fd_sc_hd__nand2_1                808
sky130_fd_sc_hd__a211oi_1                23
sky130_fd_sc_hd__nor2_1                 431
sky130_fd_sc_hd__or2_2                   29
sky130_fd_sc_hd__a22oi_1                106
sky130_fd_sc_hd__a21oi_1                442
-- logic make-up after synthesis --
group                    share of synthesized area (%)
AND-OR/OR-AND                                     24.7
XOR/XNOR                                          7.15
adder cells (fa/ha/maj)                           26.9
buffers and inverters                             10.5
flip-flops                                        14.1
multiplexers                                      1.01
AND/OR/NAND/NOR                                   15.7
Power and IR drop assume default switching activity.
